==> design/flow/design.v <==
`timescale 1ns/1ns
module IFID(clk, rst, ld, flush, inst, adder1, inst_out, adder1_out);
    input clk, rst, flush, ld;
    input [31:0] inst, adder1;
    output reg [31:0] inst_out, adder1_out;
    always @(posedge clk) begin
        if (flush) begin
            inst_out = 32'b0;
        end
        else
            if (rst) 
                {adder1_out,inst_out} = {64'b0};
        else begin
            if (ld) begin
                inst_out = inst;
                adder1_out = adder1;    
                end
            end
        end
endmodule
module IDEX (clk, rst, read_data1, read_data2, sgn_ext, Rt, Rd, Rs, adder1, read_data1_out,
		  read_data2_out, sgn_ext_out, Rt_out, Rd_out, Rs_out, adder1_out,alu_op_in, alu_src_in, reg_write_in,
		  reg_dst_in, mem_read_in, mem_write_in,
		  mem_to_reg_in, alu_op, alu_src, reg_write, reg_dst, mem_read, mem_write, mem_to_reg);
    input clk, rst, alu_src_in, reg_write_in, mem_read_in, mem_write_in;
    input [1:0] reg_dst_in, mem_to_reg_in;
    input [2:0] alu_op_in;
    input [4:0] Rt, Rd, Rs;
    input [31:0] read_data1, read_data2, sgn_ext, adder1;
    output reg alu_src, mem_read, mem_write, reg_write;
    output reg [2:0] alu_op;
    output reg [1:0] mem_to_reg, reg_dst;
    output reg [31:0] read_data1_out, read_data2_out, sgn_ext_out, adder1_out;
    output reg [4:0] Rt_out, Rd_out, Rs_out;
    always @(posedge clk) begin
        if (rst) begin
            {read_data1_out, read_data2_out, sgn_ext_out, adder1_out, Rt_out, Rd_out,
	     Rs_out, alu_op, alu_src, reg_write, reg_dst, mem_read, mem_write,
             mem_to_reg} = {128'b0, 15'b0,3'b000, 1'b0, 1'b0, 2'b00, 1'b0, 1'b0, 2'b00};
       		 end
        else begin
            {read_data1_out, read_data2_out, sgn_ext_out, adder1_out} = {read_data1, read_data2, sgn_ext, adder1};
            {Rt_out, Rd_out, Rs_out} = {Rt, Rd, Rs};
            {alu_op, alu_src, reg_write, reg_dst, mem_read, mem_write, mem_to_reg} = {alu_op_in, alu_src_in, reg_write_in, reg_dst_in, mem_read_in, mem_write_in, mem_to_reg_in};
        end
    end
endmodule
module EXMEM(clk, rst, adder1, zero, alu_result, mux3_out, mux5_out, adder1_out,
		   zero_out, alu_result_out, mux3_out_out, mux5_out_out, mem_write_in, mem_read_in, mem_to_reg_in, reg_write_in,
                  mem_write, mem_read, mem_to_reg, reg_write);
    input clk, rst, zero, reg_write_in, mem_read_in, mem_write_in;
    input [1:0] mem_to_reg_in;
    input [4:0] mux5_out;
    input [31:0] alu_result, mux3_out, adder1;
    output reg zero_out, mem_read, mem_write, reg_write;
    output reg [1:0] mem_to_reg;
    output reg [4:0] mux5_out_out;
    output reg [31:0] alu_result_out, mux3_out_out, adder1_out;
    always @(posedge clk) begin
        if (rst)
            {adder1_out, zero_out, alu_result_out, mux3_out_out, mux5_out_out, mem_write,
             mem_read, mem_to_reg, reg_write} = {32'b0, 1'b0, 32'b0, 32'b0, 5'b0, 1'b0, 1'b0, 2'b00, 1'b0};
        else
            {adder1_out, zero_out, alu_result_out, mux3_out_out, mux5_out_out} = {adder1, zero, alu_result, mux3_out, mux5_out};
            {mem_write, mem_read, mem_to_reg, reg_write} = {mem_write_in, mem_read_in, mem_to_reg_in, reg_write_in};
    end
endmodule
module MEMWB(clk, rst, data_from_data_memory_in, alu_result_in, mux5_out_in, adder1_in,
		           data_from_memory_out, alu_result_out, mux5_out_in_out, adder1_out,
                   mem_to_reg_in, reg_write_in, mem_to_reg_out, reg_write_out);
    input clk, rst, reg_write_in;
    input [1:0] mem_to_reg_in;
    input [4:0] mux5_out_in;
    input [31:0] data_from_data_memory_in, alu_result_in, adder1_in;
    output reg reg_write_out;
    output reg [1:0] mem_to_reg_out;
    output reg [31:0] data_from_memory_out, alu_result_out, adder1_out;
    output reg [4:0] mux5_out_in_out;
    always @(posedge clk) begin
        if (rst)
            {data_from_memory_out, alu_result_out, mux5_out_in_out, adder1_out,
             mem_to_reg_out, reg_write_out} = {32'b0, 32'b0, 5'b0, 32'b0, 2'b00, 1'b0};
        else
            {data_from_memory_out, alu_result_out, mux5_out_in_out, adder1_out} = {data_from_data_memory_in, alu_result_in, mux5_out_in, adder1_in};
            {mem_to_reg_out, reg_write_out} = {mem_to_reg_in, reg_write_in};
    end
endmodule
module hazard_detection_unit(IDEX_mem_read, IDEX_Rt, IFID_Rs, IFID_Rt, sel_signal, IFID_Ld, pc_load);
    input IDEX_mem_read;
    input [4:0] IDEX_Rt, IFID_Rs, IFID_Rt;
    output reg sel_signal, IFID_Ld, pc_load;
    always @(IDEX_mem_read, IDEX_Rt, IFID_Rs, IFID_Rt)
    begin
        sel_signal <= 1'b1;
        IFID_Ld <= 1'b1;
        pc_load <= 1'b1;
        if (IDEX_mem_read && ((IDEX_Rt == IFID_Rs) || (IDEX_Rt == IFID_Rt)) ) 
            {sel_signal, IFID_Ld, pc_load} = {1'b0,1'b0,1'b0};
    end
endmodule
module forward_unit(IDEX_Rs, IDEX_Rt, EXMEM_reg_write, EXMEM_Rd,
 MEMWB_reg_write, MEMWB_Rd, forwardA, forwardB);
    input EXMEM_reg_write, MEMWB_reg_write;
    input [4:0] IDEX_Rs, IDEX_Rt, EXMEM_Rd, MEMWB_Rd;
    output reg [1:0] forwardA, forwardB;
    always @(IDEX_Rs, IDEX_Rt, EXMEM_reg_write, EXMEM_Rd, MEMWB_reg_write, MEMWB_Rd) begin
	{forwardA, forwardB} <= {2'b00, 2'b00};
        if ((EXMEM_reg_write)&(EXMEM_Rd != 5'b0)&(EXMEM_Rd == IDEX_Rs))
            forwardA <= 2'b10;
        else if ((MEMWB_reg_write)&(MEMWB_Rd != 5'b0)&(MEMWB_Rd == IDEX_Rt))
            forwardA <= 2'b01;
        if ((EXMEM_reg_write)&(EXMEM_Rd != 5'b0)&(EXMEM_Rd == IDEX_Rs))
            forwardB <= 2'b10;
        else if ((MEMWB_reg_write)&(MEMWB_Rd != 5'b0)&(MEMWB_Rd == IDEX_Rt))
            forwardB <= 2'b01;
    end
endmodule
==> design/flow/config.mk <==
export PLATFORM = sky130hd
export DESIGN_NAME = IDEX
export DESIGN_NICKNAME = IDEX
export VERILOG_FILES = /design/flow/design.v
export SDC_FILE = /design/flow/constraint.sdc
export NUM_CORES = 4
export LEC_CHECK = 1
export CORE_AREA = 10 10 166 166
export DIE_AREA = 0 0 176 176
==> design/flow/run.sh <==
#!/bin/bash
# OpenROAD 26Q1-2900-gdf79404cd8, Yosys 0.63+post, stock flow scripts
make -C /OpenROAD-flow-scripts/flow DESIGN_CONFIG=/design/flow/config.mk WORK_HOME=/design/flow/orfs finish
==> design/flow/constraint.sdc <==
current_design IDEX

set clk_period 1.0
set clk_io_pct 0.2

create_clock -name clk0 -period $clk_period [get_ports {clk}]

set non_clock_inputs [all_inputs -no_clocks]
set_input_delay [expr $clk_period * $clk_io_pct] -clock clk0 $non_clock_inputs
set_output_delay [expr $clk_period * $clk_io_pct] -clock clk0 [all_outputs]
==> GITHUB_STEP_SUMMARY <==
### Metrics collected by this job

| Metric | Value |
|---|---|
| CP max stage cell | dfxtp_2 |
| WS Path Type | flip-flop to output pin |
| Worst setup SP type | flip-flop |
| Post-synth EDFFs | 0 |
| Router iterations before antenna repair | 2 |
| Clk buf depth | 2 |
| Die span in x | 176 um |
| Asr flop ratio synth | 0% |
| Antenna Cells | 0 |
| CP Max Fanout | 1 |
| Final setup violation count | 144 |
| CTS tree | yes |
| Vias per inst | 3.32 |
| First-pass GRT wire length | 21,700 um |
| FF+latch count, synth | 154 |
| Clock transition at path regs | 0.07 ns |
| Cells in synth_stat.txt | 325 |
| Outcome | finished, violations left |
| Layout cells sized above 1 | 39.9% |
| Largest net degree at the start of global routing | 32 |
| Synth top cell by count | dfxtp_1 |
| TritonCTS buffer count | 17 |
| Failing checks | setup timing |
| Top-area cell share | 71.8% |
| Post-Syn Area per Cell | 13.2 um2 |
| Initial antenna violation count | 0 |
| Fin Hold WS | 0.0861 ns |
| Rel. slew slack | 85.2% |
| Crit-path max cell delay | 0.33 ns |
| Vias | 3,255 |
| Routed len/inst | 15.5 um |
| Final Max Slew Viols | 0 |
| Worst Setup End Kind | output pin |
| Max-cap violations | 0 |
| Number of global-route vias before repair | 3,372 |
| Core Box Area | 0.0241 mm2 |
| Chip area line of the yosys report | 0.00430 mm2 |
| HP Class | input port to flip-flop |
| Detailed placer's ending HPWL | 12,000 um |
| Max frequency | 945 MHz |
| Final TNS setup | -2.12 ns |
| CP Buf/Inv Count | 1 |
| Pre-CTS WS | -0.0628 ns |
| Leakage power | 3.37 nW |
| Final worst slack | -0.0582 ns |
| Pwr per Cell Area | 1920 mW/mm2 |
| Post-route DRC | 0 |
| H-Tree Depth | 4 |
| Final worst path period need | 1.06 ns |
| Mapped Cells | 325 |
| Area leader, netlist | dfxtp_1 |
| Remaining Overflow, GRT | 0 |
| Cell Type Count | 5 |
| Worst Path Required | 0.80 ns |
| Ys Warns | 1 |
| Routability cong. | 0.778 |
| Final Hold Vio Count | 0 |
| Initial Utilization | 17.8% |
| Layout filler cell count | 2,548 |
| Post-synth top cells | dfxtp_1, nor2b_1, nor2b_2 |
| Total power | 14.8 mW |
| CP top delay family | flip-flops |
| Port Buffers | 309 |
| Post-layout period usage | 106% |
| Crit-path cells | buf_2 |
| Syn-to-layout area delta | 78.9% |
| Count of tool warnings | 27 |
| Top cells by area | dfxtp_1, nor2b_1, nor2b_2 |
| Site Rows | 57 |
| Starting DRT DRC Count | 93 |
| Final WL | 15,200 um |
| Peak VDD IR | 1.11 mV |
| Arrival @ worst endpoint | 0.86 ns |
| RSZ-0062 raised after global routing | true |
| Routed Antenna Nets | 0 |
| Total track usage | 9.35% |
| Worst slew pin tran | 0.222 ns |
| Seq share, synth | 71.8% |
| IO Pins | 310 |
| Clock sink total | 154 |
| Ys flop type | dfxtp_1 |
| Root Buffer | clkbuf_16 |
| Die area | 0.0310 mm2 |
| Crit path from | Rd_out[4] |
| Hold_buf cts | 0 |
| Mapped Area | 0.00430 mm2 |
| Die height | 176 um |
| Hold_sp | rst |
[worst paths after layout]
check	slack, ns	cells after the start	to
hold / removal	0.09	2	alu_src
setup / recovery	-0.06	1	Rd_out[4]
[layout by cell type, fill, tap and decap left out]
cell type | netlist | routed
clkdlybuf4s50_1 | 0 | 154
buf_2 | 9 | 149
dfxtp_1 | 154 | 131
nor2b_1 | 108 | 108
nor2b_2 | 46 | 46
dfxtp_2 | 0 | 23
clkbuf_16 | 0 | 17
buf_6 | 8 | 6
bufinv_16 | 0 | 4
inv_6 | 0 | 4
clkinvlp_4 | 0 | 4
buf_12 | 0 | 4
buf_4 | 0 | 3
clkbuf_8 | 0 | 1
clkinv_2 | 0 | 1
clkbuf_1 | 0 | 1
[routing by layer]
metal / wire length (um) / up-vias / part of all wire, % / global-route usage, %
met5: 0 / - / 0 / 0
met4: 140 / 0 / 0.92 / 0.989
met3: 2410 / 6 / 16 / 6.59
met2: 6530 / 211 / 43 / 14.2
met1: 6080 / 1429 / 40 / 11.0
li1: - / 1609 / - / -
[cell type report]
| type | count | area, um2 | share of cell area (%) |
|---|---|---|---|
| Multi-Input combinational cell | 154 | 1080 | 14.0 |
| Clock buffer | 19 | 443 | 5.76 |
| Sequential cell | 154 | 3110 | 40.5 |
| Tap cell | 324 | 405 | 5.27 |
| Timing Repair Buffer | 316 | 2460 | 32.0 |
| Clock inverter | 13 | 190 | 2.47 |
[cells by family (layout without fill, tap and decap cells)]
logic type	Yosys count	count (layout)	synth area share, %
flip-flops	154	154	71.8
buffers and inverters	17	348	3.15
AND/OR/NAND/NOR	154	154	25.1
[metrics by stage]
stage | instance area (um2) | cells | utilization [%]
6_report | 7690 | 980 | 31.9
5_1_grt | 7690 | 980 | 31.9
4_1_cts | 7660 | 980 | 31.8
2_1_floorplan | 4300 | 325 | -
3_3_place_gp | 7760 | 948 | 32.2
3_5_place_dp | 7760 | 948 | 32.2
[power by group]
part	switching [mW]	leakage, nW	internal [mW]
Clock	2.65	0.297	4.28
Sequential	0.0693	1.29	6.47
Combinational	0.353	1.78	0.952
Total	3.08	3.37	11.7
[timing repair]
action                                  CTS  global route
endpoints found under the setup margin  154           154
buffers inserted                          0             0
resized                                 513            10
Power figures rest on the tool's default switching activity, not on a simulated workload.
